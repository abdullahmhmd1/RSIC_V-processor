`flow/config.mk`:
```
export PLATFORM = sky130hd
export DESIGN_NAME = pc
export DESIGN_NICKNAME = pc
export VERILOG_FILES = /design/flow/design.v
export SDC_FILE = /design/flow/constraint.sdc
export NUM_CORES = 4
export LEC_CHECK = 1
export CORE_AREA = 10 10 91 91
export DIE_AREA = 0 0 101 101
```
`flow/constraint.sdc`:
```
current_design pc

set clk_period 1.0
set clk_io_pct 0.2

create_clock -name clk0 -period $clk_period [get_ports {clk}]

set non_clock_inputs [all_inputs -no_clocks]
set_input_delay [expr $clk_period * $clk_io_pct] -clock clk0 $non_clock_inputs
set_output_delay [expr $clk_period * $clk_io_pct] -clock clk0 [all_outputs]
```
`flow/design.v`:
```
module pc(
    input logic clk,  
    input logic [31:0] next_pc,  
    output logic [31:0] pc_value  
);
logic [31:0] pc_reg=0;  
    always_ff @(posedge clk ) begin
         begin
            pc_reg=next_pc;  
            pc_value = pc_reg;  
        end
    end
endmodule
```
`flow/run.sh`:
```
#!/bin/bash
# OpenROAD 26Q1-2900-gdf79404cd8, Yosys 0.63+post, stock flow scripts
make -C /OpenROAD-flow-scripts/flow DESIGN_CONFIG=/design/flow/config.mk WORK_HOME=/design/flow/orfs finish
```
==> metrics.cfg <==
[synth]
syn-cell-area_sq_um=641
ys_sh_xor_pct=0
simple_gate_area_share_pct=0
ys_cells=32
ys_area_sq_um=641
ys_ff=32
synth.area.mux_share_pct=0
syn_inst=32
synth_cell_types=1
ys_seq_share_pct=100
avgSynthCellArea_sq_um=20.0
yosysWarningCount=1
ys_sh_aoi_pct=0
ys_sh_adder_pct=0

[grt]
grt_first_pass_wirelength_um=3320
grt_start_max_net_pins=11
grt_pass1_vias=532
overflow=0
antenna_found_initial=0
track_usage_pct=4.32

[layout]
largest_reg_flops=32
fill_cells=678
logic_area_sq_um=0
final_cells=181
comb_cells=0
drive_above_1_share_pct=41.3
seq_area_sq_um=656
design_area_sq_um=1400
syn_to_final_growth_pct=119

[critical_path]
cp_cell_sequence=clkdlybuf4s15_1
crit_family=flip-flops
required_ns=0.80
cp_data_arrival_time_ns=0.75
crit_path_max_fanout=1
start_kind=register
worst-setup-path-type=reg2out
cp_num_buf_inv=1
max_stage_delay_ns=0.31
end_kind=output pin
slowest_stage=dfxtp_1

[power]
swShare_pct=17.6
ir_worst_vdd_v=0.000515
leakage_nw=0.595
power_frac_seq_pct=47.1
p_switching_w=0.000510
power_frac_clock_pct=46.5
internal_power_w=0.00238
p_comb_share_pct=6.4
power.density_nw_per_um2=2060

[clock_network]
clockBufferDepth=2
tritoncts=built
cts.reportedPaths.clkPinSlew_ns=0.07
cts_sinks=32
root_buffer=clkbuf_8
numCtsBuffers=5
postCtsHoldBufs=0
cts_htree_levels=2

[floorplan]
chipWidth_um=101
die_y_um=101
fp-utilization_pct=10.1
io_pins=65
dieArea_sq_um=10200
rows=29
coreArea_sq_um=6350

[sta]
layout_min_cycle_time_ns=0.951
worst_pin_slew_ns=0.0697
finalHoldViolCount=0
rsz0062_at_grt=false
hold_ws_ns=0.351
max_freq_mhz=1050
period_used_pct=95.1
fin_ws_ns=0.0490
setup_viol_count_final=0
setup_tns_ns=0
relSlewSlack_pct=95.3
drv_slew=0

[run]
cap_violations=0
warning_count=25

[place]
pre_cts_ws_ns=0.00494
dpl-instance-area_sq_um=1380
port_buffers=64
dpl.cell_count=173
place_congestion=0.704

[run_status]
status=complete, no violations

[drt]
dr.first_iter.drc_count=3
post_drt_wl_per_cell_um=12.5
via_count=483
drt_first_pass_iters=3
ant_nets=0
drc_errors=0
antenna_cells=0
via_per_inst=2.67
wirelength_um=2260

[worst_hold_path]
hold_path.class=in2reg

## path summary, 6_finish.rpt
kind / depth (start not counted) / endpoint / startpoint
worst max-delay path: 1 / pc_value[0] / pc_value[0]
worst min-delay path: 1 / pc_value[24] / next_pc[24]
## cell families (layout without fill, tap and decap cells)
kind of cell	after synthesis	in the layout
buf+inv	0	72
flops	32	32
## stage by stage
step	power, W	utilization [%]
2_1_floorplan	0.00137	-
3_3_place_gp	0.00163	21.7
3_5_place_dp	0.00163	21.7
4_1_cts	0.00299	23.3
5_1_grt	0.00306	22.1
6_report	0.00289	22.1
## repair_timing
| item | in CTS | in global routing |
|---|---|---|
| buffers inserted | 0 | 0 |
| endpoints found under the hold margin | 0 | 0 |
| setup endpoints to repair | 32 | 18 |
| gates resized | 73 | 30 |
## final cells by class
| type | instances | area share [%] |
|---|---|---|
| repair buffers | 64 | 37.4 |
| well taps | 77 | 6.86 |
| clock inverters | 1 | 2.14 |
| flip-flops and latches | 32 | 46.7 |
| clock buffers | 7 | 6.86 |
## power by group through the flow
| stage | Sequential [W] | Clock, W | Combinational (W) |
|---|---|---|---|
| CTS | 0.00136 | 0.00142 | 0.000213 |
| global route | 0.00137 | 0.00149 | 0.000204 |
| finish | 0.00136 | 0.00135 | 0.000185 |
## Yosys cell counts (all sizes together)
library cell | instances | area share, %
dfxtp | 32 | 100
## layer usage
| layer | track usage (%) | share of wire [%] |
|---|---|---|
| met3 | 3.40 | 16 |
| met5 | 0 | 0 |
| met4 | 0.857 | 2.1 |
| met2 | 6.78 | 47 |
| met1 | 4.49 | 35 |
## cell usage in the layout, fill, tap and decap left out, drive strengths merged
cell type | synthesis | layout
clkbuf | 0 | 25
dfxtp | 32 | 32
clkdlybuf4s15 | 0 | 9
bufinv | 0 | 1
clkdlybuf4s50 | 0 | 32
buf | 0 | 5
No activity file was given, so power comes from the tool's default toggle rates.
