==> flow/design.v <==
module mux2to1 (
    input logic [31:0] a,  
    input logic [31:0] b,  
    input logic sel,  
    output logic [31:0] out  
);
    always @(*) begin
        if (sel) begin
            out = b;  
        end else begin
            out = a;  
        end
    end
    endmodule
==> flow/run.sh <==
#!/bin/bash
# OpenROAD 26Q1-2900-gdf79404cd8, Yosys 0.63+post, stock flow scripts
make -C /OpenROAD-flow-scripts/flow DESIGN_CONFIG=/design/flow/config.mk WORK_HOME=/design/flow/orfs finish
==> flow/config.mk <==
export PLATFORM = sky130hd
export DESIGN_NAME = mux2to1
export DESIGN_NICKNAME = mux2to1
export VERILOG_FILES = /design/flow/design.v
export SDC_FILE = /design/flow/constraint.sdc
export NUM_CORES = 4
export LEC_CHECK = 1
export CORE_AREA = 10 10 71 71
export DIE_AREA = 0 0 81 81
==> flow/constraint.sdc <==
current_design mux2to1

set clk_period 1.0
set clk_io_pct 0.2

create_clock -name clk0 -period $clk_period

set non_clock_inputs [all_inputs -no_clocks]
set_input_delay [expr $clk_period * $clk_io_pct] -clock clk0 $non_clock_inputs
set_output_delay [expr $clk_period * $clk_io_pct] -clock clk0 [all_outputs]
==> CHANGELOG.md <==
### Metrics

* Final Max Slew Viols at 0
* Initial antenna violation count at 0
* Yosys Chip Area at 544.3 sq um
* Maximum VDD drop at roughly 170 uV
* Crit share post-route at 1.179
* Setup CP Type: input pin to output pin
* Antenna diode count at 0
* I/O Pins at ~97
* GRT overflow at 0
* Violated checks: negative setup slack
* Distinct lib cells at 4
* Aggregate global-route resource usage at 0.07789
* Worst-Margin Slew at 86.96 ps
* Top cells excl fill/tap: dlygate4sd2_1 (51), mux2_4 (31), buf_6 (23), buf_2 (13), clkdlybuf4s50_1 (9)
* Pre-antenna DRT Iters at 2
* Number of hold buffers added after CTS at 0
* Via count at 715
* Worst setup startpoint: sel
* Leak pwr at 0.0008722 uW
* Chip Area at 6561 sq um
* CP Capture Type: output pin
* Chip height at a little over 80 microns
* Core area at approximately 3600 sq um
* Routed wire length per instance at between 15 and 20 microns
* Mean post-synth cell area at 15.12 sq um
* HP Class: input pin to output pin
* Sequential Area at 0 sq um
* Drt via density at roughly 3.8
* Cells after DPL at 179
* Hold Fails Final Rpt at 0
* WP data arrival at between 900 and 1000 ps
* DR iter-0 viols at 3
* Area grow syn2layout at 192.2%
* Yosys warnings at 1
* GRT Max-Usage Layer: met2
* Met3 Use GR at 0.02784
* Post-route ant nets at 0
* FMAX at between 0.8 and 0.9 GHz
* Crit-path max FO at 6
* Post-route setup slack at -179.1 ps
* Power per Cell Area at 392.3 nW/um^2
* Synth Seq Share at 0
* Worst Path Required at 800 ps
* Commonest Layout Cell: dlygate4sd2_1
* Fill cells at 357
* Hold depth at 3
* Mapped Cells at 36
* Largest net degree at the start of global routing at 11
* Mapped cell area at 544.3 sq um
* Number of global-route vias before repair at 764
* Flop count at 0
* Max-cap violations at 0
* Critical path's slowest cell: mux2_4
* Port bufs at 97
* Share of post-route cells with drive strength above 1 at 0.5396
* Yosys cell count at 36
* Status: finished, violations left
* Clock buffer cells at 0
* Max stage delay on crit path at 290 ps
* Most used cell, CP: buf_12
* Final Non-Filler Cells at 187
* Drc violations at 0
* Slew HR at 0.9420
* RSZ-0062 raised after global routing: yes
* Die X at 81 microns
* Placer Congestion at between 0.8 and 0.9
* Setup violators final at 32
* Tool warnings at 34
* Met1 usage at 0.09026
* Period minus WS final at 1179 ps
* Routed wire length at 2.877 mm
* Worst setup path end: out[4]
* First-pass GRT wire length at just over 4 mm
* Placement Setup Slack at -512.3 ps
* Hpwl dp at 2.496 mm
* Critical Path Source Type: input pin
* Init Core Util at 0.1498
* M2 GR Usage at 0.1425
* Crit-path cells: buf_12 -> buf_12 -> buf_12 -> mux2_4 -> buf_6
* Number of core rows at 22
[critical path, delay by kind of cell]
family                 cells  cell delay (ps)
buffers and inverters      4              480
multiplexers               1              290
[logic make-up (layout without fill, tap and decap cells)]
family	after synthesis	after routing	synth area share
mux	32	32	0.8690
buf+inv	4	107	0.1310
[worst min-delay path by stage]
stage | start | end | slack, ps
CTS | sel | out[29] | 750
global route | a[29] | out[29] | 720
finish | b[29] | out[29] | 690
[what timing repair did]
item / in CTS / in global routing
buffers inserted: 5 / 1
endpoints found under the setup margin: 32 / 32
gates resized: 171 / 10
cloned: 2 / 0
[stage by stage]
stage                     cell area, sq um  setup TNS, ps  power, uW    util  hold WS [ps]
after detailed placement              1539         -15810      660.6  0.4236          1186
after CTS                             1538          -3621      614.0  0.4232         750.9
after global placement                1539         -15610      656.3  0.4236          1175
final                                 1590          -3304      623.8  0.4377         690.5
after global routing                  1590          -3864      665.8  0.4377         716.7
after floorplan                      544.3              0      206.3       -         497.7
[routing by layer]
metal | up-vias | routed length (microns)
li1 | 345 | -
met5 | - | 0
met2 | 50 | 1452
met3 | 0 | 350
met4 | 0 | 0
met1 | 320 | 1075
[cell type report]
| type | instances | area [sq um] | area share |
|---|---|---|---|
| well taps | 48 | 60.06 | 0.03777 |
| repair buffers | 107 | 1054 | 0.6625 |
| multi-input cells | 32 | 476.7 | 0.2998 |
[power breakdown]
part	switching (uW)	internal, uW	leakage (uW)
Sequential	0	0	0
Clock	0	0	0
Combinational	137	487	0.000872
[cell usage after synthesis]
cell type	n	area, sq um
buf_6	1	11.26
mux2_2	2	22.52
buf_12	3	60.06
mux2_4	30	450.4
No activity file was given, so power comes from the tool's default toggle rates.
