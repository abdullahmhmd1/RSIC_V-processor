==> design/flow/design.v <==
module mux3to1 (
        input logic [31:0] a,  
    input logic [31:0] b,  
    input logic [31:0] c,  
    input logic [1:0] sel,  
    output logic [31:0] out  
    );
    always @(*) begin
        case (sel)
            2'b00: out = a;  
            2'b01: out = b;  
            2'b10: out = c;  
            2'b11: out = 32'bx;  
            default: out = 32'b0;  
        endcase
    end
    endmodule
==> design/flow/run.sh <==
#!/bin/bash
# OpenROAD 26Q1-2900-gdf79404cd8, Yosys 0.63+post, stock flow scripts
make -C /OpenROAD-flow-scripts/flow DESIGN_CONFIG=/design/flow/config.mk WORK_HOME=/design/flow/orfs finish
==> design/flow/config.mk <==
export PLATFORM = sky130hd
export DESIGN_NAME = mux3to1
export DESIGN_NICKNAME = mux3to1
export VERILOG_FILES = /design/flow/design.v
export SDC_FILE = /design/flow/constraint.sdc
export NUM_CORES = 4
export LEC_CHECK = 1
export CORE_AREA = 10 10 78 78
export DIE_AREA = 0 0 88 88
==> design/flow/constraint.sdc <==
current_design mux3to1

set clk_period 5.2
set clk_io_pct 0.2

create_clock -name clk0 -period $clk_period

set non_clock_inputs [all_inputs -no_clocks]
set_input_delay [expr $clk_period * $clk_io_pct] -clock clk0 $non_clock_inputs
set_output_delay [expr $clk_period * $clk_io_pct] -clock clk0 [all_outputs]
==> results.yml <==
# implementation run metrics
run_status:
  status: "complete, no violations"
cells_and_area:
  ff_count: 0
  area_growth_pct: 206.1
  layoutNonFillerInstCount: 284
  layout-drive-gt1-share_pct: 1.293
  lay_top_cells: "clkdlybuf4s50_1 (130), a22oi_1 (32), nand2_1 (32), o21ai_1 (30)"
  register_area_sq_um: 0
  nClkBuffers: 0
  design_area_sq_mm: 0.001949
  mostFrequentLayoutCell: "clkdlybuf4s50_1"
place:
  dp_worst_setup_slack_ns: 0.9268
  dp_hpwl_um: 3840
  post_dp_cell_area_sq_mm: 0.001949
  place.gp.congestion: 0.8144
  portBuffers: 130
  dp_cells: 284
floorplan:
  io_pins: 130
  fp.dieH_um: 88
  core_area_sq_mm: 0.004414
  rows: 24
  die-area_sq_mm: 0.007744
  die_width_um: 88
  fp_util_pct: 14.43
power:
  max-vdd-ir-drop_mv: 0.03960
  leakage_uw: 0.0007098
  power.total_uw: 183.1
  power_density_mw_per_mm2: 93.95
sta:
  setup_violations: 0
  rsz0062_at_grt: "no"
  hold_viol: 0
  slew_headroom_pct: 57.55
  fin_ws_ns: 0.9912
  worstMarginPinSlew_ns: 0.6368
  min_period_ns: 4.209
  slew_violations: 0
  tns_ns: 0
  finalCritPeriodShare_pct: 80.94
  max_freq_mhz: 237.6
global_routing:
  met2_usage_pct: 17.79
  grt_max_degree: 37
  antenna_found_initial: 0
  use_met3_pct: 4.210
  grt_pass1_wl_um: 6403
  grt_busiest_layer: "met2"
  grt_pass1_vias: 1216
  grt_overflow: 0
  grt.total_usage_pct: 10.06
  grt_util_met1_pct: 11.73
routing:
  drc: 0
  dr.pass1.iters: 3
  wire_per_inst_um: 15.82
  avgViaCountPerCell: 4.380
  num_vias: 1244
  routed_wl_um: 4493
  n_antenna_cell: 0
  drtIter0Drc: 43
  postRouteAntennaNets: 0
yosys:
  yosysWarningCount: 1
  synth_cells: 113
  top_cells_by_area: "a22oi_1 (38%), o21ai_1 (24%), nand2_1 (19%)"
  seq_area_frac_synth_pct: 0
  syn_avg_cell_area_sq_um: 5.636
  synth_cell_types: 8
  yosys.area.top_type: "a22oi_1"
  yosysTopAreaCellShare_pct: 37.72
  ys_cells: 113
  syn-cell-area_sq_um: 636.9
  ys_area_sq_um: 636.9
min_path:
  hp-class: "primary input to primary output"
worst_setup_path:
  crit_end: "out[14]"
  start_kind: "primary input"
  cp-startpoint: "sel[0]"
  critical_path_class: "primary input to primary output"
  required_ns: 4.16
  end_kind: "primary output"
  cp_cell_sequence: "clkdlybuf4s50_1, ha_1, buf_4, a22oi_1, o21ai_1, clkdlybuf4s50_1"
  cpMostUsedCell: "clkdlybuf4s50_1"
  max_stage_delay_ns: 0.57
  worstPathMaxFanout: 17
  critPathArrivalTime_ns: 3.17
  slowest_stage: "ha_1"
clock_network:
  cts_resized: 0
  cts_hold_buf: 0
  cts_setup_buffers: 0
job:
  drv_cap: 0
  warnings: 33
-- where the power goes --
group	leakage [uW]	switching [uW]	internal [uW]	total [uW]
logic	0.000710	51.8	131	183
clock network	0	0	0	0
registers	0	0	0	0
total	0.000710	51.8	131	183
-- stage by stage --
stage	utilization, %	hold slack (ns)
2_1_floorplan	-	2.136
5_1_grt	44.16	3.003
3_3_place_gp	44.16	2.989
6_report	44.16	2.985
4_1_cts	44.16	2.994
3_5_place_dp	44.16	2.992
-- critical path, delay by kind of cell --
| kind | cells | cell delay [ns] |
|---|---|---|
| AOI/OAI and AO/OA | 2 | 0.27 |
| adders and majority gates | 1 | 0.57 |
| buffers and inverters | 3 | 1.29 |
-- cell usage after synthesis --
library cell   n
a22oi_1       32
buf_2         10
buf_6          3
ha_1           2
inv_1          2
nand2_1       32
o21ai_0        2
o21ai_1       30
-- cell families after synthesis --
family | after synthesis | share of synthesized area (%)
AND-OR/OR-AND | 64 | 62.87
adder cells (fa/ha/maj) | 2 | 3.929
buffers and inverters | 15 | 14.34
AND/OR/NAND/NOR | 32 | 18.86
-- final cells by class --
| cell class | instances | area, sq um |
|---|---|---|
| fillers | 437 | 2465 |
| repair buffers | 132 | 1329 |
| multi-input cells | 98 | 548.0 |
| well taps | 52 | 65.06 |
| inverters | 2 | 7.507 |
-- how the worst min path moves through the flow --
stage,from,to,depth (start not counted)
6_report,a[28],out[28],4
4_1_cts,a[20],out[20],4
5_1_grt,a[13],out[13],4
-- metal layers --
layer | routed length [um] | vias up
li1 | - | 660
met1 | 1731 | 515
met2 | 2144 | 69
met3 | 617 | 0
met4 | 0 | 0
met5 | 0 | -
No activity file was given, so power comes from the tool's default toggle rates.
